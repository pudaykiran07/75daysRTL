==> /design/flow/design.v <==
module halfadder(a,b,sum,carry);
input a,b;
output sum,carry;
assign sum=a^b;
assign carry=a&b;
endmodule
module ripplecarryadder(a,b,cin,sum,carry);
input [3:0]a;
input [3:0]b;
input cin;
output [3:0]sum;
output carry;
wire c0,c1,c2;
fulladder dut1(sum[0],c0,a[0],b[0],cin);
fulladder dut2(sum[1],c1,a[1],b[1],c0);
fulladder dut3(sum[2],c2,a[2],b[2],c1);
fulladder dut4(sum[3],carry,a[3],b[3],c2);
endmodule
module fulladder(sum,carry,a,b,cin);
input a,b,cin;
output sum,carry;
wire sum1,sum2,carry1,carry2;
halfadder d0(.a(a),.b(b),.sum(sum1),.carry(carry1));
halfadder d1(.a(sum1),.b(cin),.sum(sum),.carry(carry2));
assign carry=carry1|carry2;
endmodule
==> /design/flow/run.sh <==
#!/bin/bash
# OpenROAD 26Q1-2900-gdf79404cd8, Yosys 0.63+post, stock flow scripts
make -C /OpenROAD-flow-scripts/flow DESIGN_CONFIG=/design/flow/config.mk WORK_HOME=/design/flow/orfs finish
==> /design/flow/config.mk <==
export PLATFORM = sky130hd
export DESIGN_NAME = ripplecarryadder
export DESIGN_NICKNAME = ripplecarryadder
export VERILOG_FILES = /design/flow/design.v
export SDC_FILE = /design/flow/constraint.sdc
export NUM_CORES = 4
export LEC_CHECK = 1
export CORE_AREA = 10 10 70 70
export DIE_AREA = 0 0 80 80
==> /design/flow/constraint.sdc <==
current_design ripplecarryadder

set clk_period 3.0
set clk_io_pct 0.2

create_clock -name clk0 -period $clk_period

set non_clock_inputs [all_inputs -no_clocks]
set_input_delay [expr $clk_period * $clk_io_pct] -clock clk0 $non_clock_inputs
set_output_delay [expr $clk_period * $clk_io_pct] -clock clk0 [all_outputs]
==> results_slide.txt <==
Key Metrics from the Run

Status
  • Outcome: completed

Timing
  • Worst setup slack after layout: 0.119 ns
  • RSZ-0062 raised after global routing: false
  • Final hold slack: 1.94 ns
  • Worst slew margin: 93.1%
  • Fmax: 347 MHz
  • Final Hold Fails: 0
  • Minimum clock period: 2.88 ns
  • Final setup fails: 0
  • Post-route clock period utilization: 96.0%
  • Least-Margin Pin Slew: 0.103 ns
  • Max-slew violations: 0

Placement
  • Placer Congestion: 0.799
  • Pre-CTS setup slack: -0.690 ns
  • DPL Wire Length: 450 um
  • Port bufs: 14

Logic synthesis
  • Syn Inst Count: 18
  • Netlist Area Pre-Place: 148 um^2
  • Number of cells in Yosys stat: 18
  • Syn_area_per_cell: 8.20 um^2
  • Seq share, synth: 0%
  • Ys Warns: 0
  • Synth cell types: 3
  • Yosys chip area: 148 um^2

Finish
  • Most frequent logic cell in the layout: clkdlybuf4s50_1
  • Util after Layout: 8.83%
  • Clkbuf count: 0
  • Reg area: 0 um^2
  • Most frequent cells in the layout: 6 x clkdlybuf4s50_1, 5 x inv_2, 5 x inv_1, 4 x buf_2
  • Synth-to-Final Area Change: 104%
  • Share of cells above drive strength 1: 42.9%
  • Final sequential cell count: 0

Global route
  • Initial antenna violation count: 0
  • Total grt overflow: 0
  • First-pass GRT wire length: 676 um
  • Vias in the first global route: 161
  • Total track usage: 1.35%
  • Largest net degree at the start of global routing: 2

Setup path
  • Worst path slowest cell: fa_1
  • Largest stage delay, worst path: 0.40 ns
  • Arrival time worst endpoint: 2.28 ns
  • Startpoint types: input pin
  • Crit path cell chain: buf_2, inv_2, fa_2, inv_2, fa_2, fa_2, inv_2, fa_1, inv_1, buf_2
  • Worst path required time: 2.40 ns
  • Worst-path fanout max: 1
  • Critical Path End Type: primary output
  • Crit Path Category: input pin to primary output

Die
  • Ports: 14
  • Die y size: 80 um
  • Core Area: 3420 um^2
  • Row count: 21
  • Die ar.: 6400 um^2
  • Die Span X: 80 um
  • Initial Util: 4.32%

Drt
  • Post-DRT Antenna Nets: 0
  • ANT cells: 0
  • Drt first pass iters: 1
  • DRC: 0
  • Vias per inst: 1.73
  • Routed length per placed instance: 6.16 um
  • Detailed Route WL: 456 um
  • 1st-iter DRT viols: 0
  • DR vias: 128

Pwr
  • Power per Cell Area: 138 nW/um^2
  • Pint: 27.4 uW
  • LEAKAGE: 0.143 nW
  • Clk network pwr share: 0%
  • P_sw: 14.3 uW
  • Switching share of power: 34.3%
  • Peak supply drop: 0.0369 mV
  • Combinational power share: 100.0%
  • Seq pwr share: 0%

Flow run
  • Max-capacitance violation count: 0
  • Count of tool warnings: 32

Min path
  • Worst hold path type: input pin to primary output
## cell usage after synthesis
cell type	n	area share, %
buf_4	4	20
fa_1	4	54
inv_1	10	25
## routing by layer
| metal | GRT usage, % | share of wire (%) | vias to the layer above |
|---|---|---|---|
| li1 | - | - | 60 |
| met1 | 2.00 | 59 | 54 |
| met2 | 1.77 | 25 | 14 |
| met3 | 0.682 | 16 | 0 |
| met4 | 0 | 0 | 0 |
| met5 | 0 | 0 | - |
## power groups by stage
| stage | Sequential (mW) | Combinational (mW) | Clock (mW) |
|---|---|---|---|
| after global routing | 0 | 0.0489 | 0 |
| final | 0 | 0.0417 | 0 |
| after CTS | 0 | 0.0444 | 0 |
## metrics by stage
step	instance area (um^2)	power [mW]	TNS [ns]	instances
after CTS	299	0.0444	0	74
after global routing	302	0.0489	0	74
after detailed placement	315	0.0493	-1.58	74
after global placement	315	0.0484	-1.43	74
final	302	0.0417	0	74
after floorplan	148	0.0229	0	18
## critical path, delay by kind of cell
kind / cells / cell delay [ns]
buf+inv: 6 / 0.40
fa+ha+maj: 4 / 1.28
## logic make-up (layout without fill, tap and decap cells)
| kind of cell | count (synthesis) | count (layout) | share of synthesized area [%] |
|---|---|---|---|
| adders and majority gates | 4 | 4 | 54.2 |
| buffers and inverters | 14 | 24 | 45.8 |
## path summary, 6_finish.rpt
kind,start,to,cells after the start
max,cin,sum[3],10
min,b[3],sum[3],5
## final cells by class
class / count / area (um^2)
fillers: 408 / 3110
well taps: 46 / 57.6
inverters: 10 / 37.5
repair buffers: 14 / 119
multi-input cells: 4 / 87.6
## what timing repair did
item | CTS | global route
resized | 26 | 1
setup endpoints to repair | 4 | 1
setup buffers | 0 | 0
pin swaps | 4 | 2
hold buffers | 0 | 0
gates cloned | 0 | 0
No activity file was given, so power comes from the tool's default toggle rates.
