File: design/flow/run.sh
#!/bin/bash
# OpenROAD 26Q1-2900-gdf79404cd8, Yosys 0.63+post, stock flow scripts
make -C /OpenROAD-flow-scripts/flow DESIGN_CONFIG=/design/flow/config.mk WORK_HOME=/design/flow/orfs finish
File: design/flow/config.mk
export PLATFORM = sky130hd
export DESIGN_NAME = mux16_1
export DESIGN_NICKNAME = mux16_1
export VERILOG_FILES = /design/flow/design.v
export SDC_FILE = /design/flow/constraint.sdc
export NUM_CORES = 4
export LEC_CHECK = 1
export CORE_AREA = 10 10 70 70
export DIE_AREA = 0 0 80 80
File: design/flow/constraint.sdc
current_design mux16_1

set clk_period 2.3
set clk_io_pct 0.2

create_clock -name clk0 -period $clk_period

set non_clock_inputs [all_inputs -no_clocks]
set_input_delay [expr $clk_period * $clk_io_pct] -clock clk0 $non_clock_inputs
set_output_delay [expr $clk_period * $clk_io_pct] -clock clk0 [all_outputs]
File: design/flow/design.v
module mux4_1(in,sel,out);
input [3:0]in;
input [1:0]sel;
output reg out;
always@(in,sel,out)
begin
case(sel)
2'b00:out=in[0];
2'b01:out=in[1];
2'b10:out=in[2];
2'b11:out=in[3];
endcase
end
endmodule
module mux16_1(in,sel,out);
input [15:0]in;
input [3:0]sel;
output out;
wire [3:0] sel_1;
mux4_1 mux1(in[3:0],sel[3:2],sel_1[0]);
mux4_1 mux2(in[7:4],sel[3:2],sel_1[1]);
mux4_1 mux3(in[11:8],sel[3:2],sel_1[2]);
mux4_1 mux4(in[15:12],sel[3:2],sel_1[3]);
mux4_1 mux5(sel_1[3:0],sel[1:0],out);
endmodule
==> flow_summary.json <==
{
  "outcome": "finished, final reports clean",
  "worstSetupPathType": "in2out",
  "drive_above_1_share_pct": 30.2,
  "ys_cells": 18,
  "stdcell_count": 89,
  "synth_chip_area_um2": 171,
  "layout_min_cycle_time_ns": 2.18,
  "vias_per_cell": 2.60,
  "wl_per_cell_um": 9.78,
  "register_area_um2": 0,
  "core_util_floorplan_pct": 5.02,
  "whs_endpoint": "out",
  "placed_area_um2": 465,
  "die.size.y_um": 80,
  "timing.final.ws_setup_ns": 0.115,
  "maxSlewViolCount": 0,
  "antenna-diode-count": 0,
  "grtUsageTotal_pct": 2.64,
  "grt_setup_unrepaired": "false",
  "yosysUniqueCellTypes": 11,
  "grt_overflow": 0,
  "combPwrFrac_pct": 100.0,
  "ios": 21,
  "antenna_found_initial": 0,
  "first_pass_iters": 2,
  "fin_util_pct": 13.5,
  "vias": 231,
  "p_int_mw": 0.0512,
  "start_kind": "input port",
  "cp_data_arrival_time_ns": 1.72,
  "finalClockPeriodUsage_pct": 95.0,
  "powerDensity_mw_per_mm2": 153,
  "ff_count": 0,
  "max_freq_mhz": 458,
  "worstMarginPinSlew_ns": 0.141,
  "synth_seq_share_pct": 0,
  "post-place-ws_ns": -0.526,
  "yosysWarnings": 1,
  "p_clk_share_pct": 0,
  "core-area_mm2": 0.00342,
  "gp_congestion": 0.731,
  "first_iter_violations": 1,
  "avgSynthCellArea_um2": 9.52,
  "fillers": 403,
  "whs_ns": 1.59,
  "ir_worst_vdd_uv": 19.5,
  "grt_pass1_wl_mm": 1.35,
  "dieArea_mm2": 0.00640,
  "seqPwrFrac_pct": 0,
  "crit_fanout": 1,
  "cp-end-kind": "primary output",
  "syn_inst": 18,
  "dp_hpwl_um": 837,
  "swShare_pct": 27.2,
  "io_buffers": 21,
  "tool_warnings": 32,
  "finalSetupViolations": 0,
  "cts_setup_buffers": 0,
  "placedCellCount": 89,
  "final_design_area_no_fill_um2": 460,
  "area_growth_pct": 169,
  "synth_area_um2": 171,
  "grt_pass1_vias": 263,
  "ctsHoldBuffers": 0,
  "wl_um": 870,
  "hp-class": "in2out",
  "worstHoldStart": "sel[1]",
  "hold_violations": 0,
  "leakagePower_nw": 0.176,
  "grt_max_degree": 8,
  "switchingPower_mw": 0.0191,
  "slew_headroom_pct": 90.3,
  "placementRows": 21,
  "remaining_drc_errors": 0,
  "power_mw": 0.0703,
  "die_w_um": 80,
  "crit_required_ns": 1.84,
  "holdPathStages": 6,
  "setup_tns_ns": 0,
  "max-cap-violations": 0,
  "nClkBuffers": 0,
  "drt.antenna.violating_nets": 0
}
## cell usage in the layout, fill, tap and decap left out
master            n
nand2_1           3
clkdlybuf4s15_2   1
o211ai_2          2
a21oi_1           2
mux2_4            1
dlygate4sd2_1     1
inv_2             1
mux4_2            2
nor2b_1           1
a221o_1           1
clkdlybuf4s50_1  18
clkbuf_2          1
nor2_1            1
buf_4             5
mux2i_1           3
## critical path, cell delays in order
cell and delay [ns]:
clkdlybuf4s50_1 0.41, mux2_4 0.25, a221o_1 0.33, o211ai_2 0.08
o211ai_2 0.09, clkbuf_2 0.11
## cells in the mapped netlist
library cell,number,area [µm²]
a21oi_1,2,10.0
a221o_1,1,10.0
buf_6,1,11.3
inv_1,1,3.75
mux2_4,1,15.0
mux2i_1,3,30.0
mux4_2,2,45.0
nand2_1,3,11.3
nor2_1,1,3.75
nor2b_1,1,6.26
o211ai_2,2,25.0
## per-layer routing
layer	global-route usage (%)	share of wire [%]
met1	2.86	38
met2	4.41	47
met3	1.82	15
met4	0	0
met5	0	0
## cell type report
type	instances	area, µm²	share of cell area, %
inverters	1	3.75	0.815
repair buffers	26	243	52.7
multi-input cells	16	156	34.0
well taps	46	57.6	12.5
## cell families (layout without fill, tap and decap cells)
group                  after synthesis  after routing  synth area share, %
muxes                                6              6                 52.6
buffers and inverters                2             27                 8.76
AOI/OAI and AO/OA                    5              5                 26.3
and+or+nand+nor                      5              5                 12.4
## worst max-delay path by stage
stage	from	endpoint	slack, ns	cells after the start
finish	in[7]	out	0.12	6
global route	in[3]	out	0.02	5
CTS	in[3]	out	0.006	5
## power groups by stage
stage     Clock, mW  Combinational, mW  Sequential [mW]
6_report          0             0.0703                0
4_1_cts           0             0.0729                0
5_1_grt           0             0.0774                0
## repair_timing
item                       CTS  global route
pin swaps                    2             0
gates resized                7             1
setup endpoints to repair    1             1
Power is estimated from default activity; no workload was simulated.
